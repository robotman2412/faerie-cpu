### flow/run.sh
#!/bin/bash
# OpenROAD 26Q1-2900-gdf79404cd8, Yosys 0.63+post, stock flow scripts
make -C /OpenROAD-flow-scripts/flow DESIGN_CONFIG=/design/flow/config.mk WORK_HOME=/design/flow/orfs finish
### flow/config.mk
export PLATFORM = sky130hd
export DESIGN_NAME = faerie_alu
export DESIGN_NICKNAME = faerie_alu
export VERILOG_FILES = /design/flow/design.v
export SDC_FILE = /design/flow/constraint.sdc
export NUM_CORES = 4
export LEC_CHECK = 1
export CORE_AREA = 10 10 75 75
export DIE_AREA = 0 0 85 85
### flow/constraint.sdc
current_design faerie_alu

set clk_period 9.1
set clk_io_pct 0.2

create_clock -name clk0 -period $clk_period

set non_clock_inputs [all_inputs -no_clocks]
set_input_delay [expr $clk_period * $clk_io_pct] -clock clk0 $non_clock_inputs
set_output_delay [expr $clk_period * $clk_io_pct] -clock clk0 [all_outputs]
### flow/design.v
`timescale 1ns/1ns
`default_nettype none
module faerie_alu(
    input  wire[3:0] mode,
    input  wire      cin,
    input  wire[7:0] a,
    input  wire[7:0] b,
    output wire[7:0] q,
    output wire      cout
);
    wire      cc      = mode[3];
    wire      sub_and = mode[2];
    wire      shl_xor = mode[1];
    wire      logic_b = mode[0];
    wire[7:0] b2      = b ^ (shl_xor ? sub_and * 255 : a);
    wire[7:0] a2      = a ^ (sub_and * 255);
    wire[7:0] andor   = (a2 | b2) ^ (sub_and * 255);
    wire[7:0] logic_q = shl_xor ? andor : b2;
    wire      add_cin = cc ? cin : sub_and;
    wire[8:0] add_q   = a + b2 + add_cin;
    wire      omux = !sub_and | shl_xor;
    assign    cout = omux ? b[0] : add_q[8];
    wire[7:0] q0   = logic_b ? b : {cc & cin, a[7:1]};
    wire[7:0] q1   = logic_b ? logic_q : add_q[7:0];
    assign    q    = omux ? q1 : q0;
endmodule
==> GITHUB_STEP_SUMMARY <==
## Implementation flow summary

| Metric | Value |
|---|---|
| Post-Place Cells | 210 |
| Psw | 42.4 uW |
| Area grow syn2layout | 37.3% |
| Power Density | 71.9 nW/um2 |
| Crit path time final | 7.22 ns |
| Tool warnings | 32 |
| Setup violations, final | 0 |
| Max_slew headroom | 62.7% |
| Total global routing track utilization | 7.60% |
| Post-CTS setup buffers | 0 |
| Internal power | 48.7 uW |
| Final TNS setup | 0 ns |
| # clk buffers | 0 |
| Gr ovfl total | 0 |
| Chip Area | 7230 um2 |
| Worst endpoint data arrival time | 5.40 ns |
| Sequential share of power | 0% |
| Final std cells w/o fill | 210 |
| Avg Inst Size Synth | 6.84 um2 |
| First-pass iteration count of the detailed router | 4 |
| CTS Hold Bufs | 0 |
| Most instantiated logic cells after routing | 30 x clkdlybuf4s50_1, 17 x o21ai_0, 11 x a21oi_1 |
| Core area | 4060 um2 |
| Fin worst setup slack | 1.88 ns |
| IO Port Bufs | 30 |
| Max Fclk | 139 MHz |
| Initial antenna violation count | 0 |
| Clk pwr share | 0% |
| Fillers | 442 |
| Sequential-to-total area share from yosys stat | 0% |
| # Cells Yosys | 135 |
| Share of cells above drive strength 1 | 3.13% |
| Commonest Layout Cell | clkdlybuf4s50_1 |
| Peak supply drop | 0.0000132 V |
| Sw Share | 46.6% |
| Register area | 0 um2 |
| Dpl hpwl | 2280 um |
| IO Pins | 30 |
| Die Wd | 85 um |
| Crit end category | primary output |
| Outcome | complete, no violations |
| Via count | 1072 |
| Pre-Place Util | 22.8% |
| Leak pwr | 0.000481 uW |
| Largest net degree at the start of global routing | 28 |
| Vias per std cell | 5.10 |
| Least-Margin Pin Slew | 0.558 ns |
| Max-cap violation count | 0 |
| Drt drc | 0 |
| Yosys stat chip area | 923 um2 |
| Final core utilization | 31.2% |
| Final hold violations | 0 |
| Wire per inst | 13.8 um |
| Pre-CTS WS | 1.91 ns |
| Cell variety after synth | 37 |
| Registers | 0 |
| DRT Wirelength | 2900 um |
| Worst Path Required | 7.28 ns |
| GPL Wtd Cong | 0.833 |
| Die Height | 85 um |
| Worst-path maximum fanout | 17 |
| Rows | 23 |
| CTS-repair resized insts | 0 |
| Worst Path Class, Setup | input pin to primary output |
| Mapped Cells | 135 |
| Hold Crit Class | input pin to primary output |
| DRT iter0 DRCs | 77 |
| Routed Antenna Nets | 0 |
| First-pass GRT wire length | 4800 um |
| Min Hold Slack | 4.74 ns |
| RSZ-0062 raised after global routing | false |
| Max-slew violation count | 0 |
| Logic pwr share | 100.0% |
| Cycle use final | 79.3% |
| Vias in the first global route | 979 |
| Critical path launch point type | input pin |
| Ant diodes | 0 |
| Synth Cell Area | 923 um2 |
| Synth warnings | 0 |
==> synth_stat cells, types with 3 or more instances <==
| cell type | count | area share [%] |
|---|---|---|
| a21o_1 | 5 | 4.1 |
| nor2_1 | 7 | 2.8 |
| a21oi_1 | 11 | 6.0 |
| o21ai_0 | 17 | 9.2 |
| nor2b_1 | 3 | 2.0 |
| nand3_1 | 9 | 4.9 |
| nand2b_1 | 5 | 3.4 |
| xor2_1 | 4 | 3.8 |
| buf_2 | 6 | 3.3 |
| xnor2_1 | 7 | 6.6 |
| nand2_1 | 6 | 2.4 |
| o211ai_1 | 5 | 4.1 |
| o2111ai_1 | 5 | 4.7 |
| ha_1 | 7 | 9.5 |
| mux2i_1 | 5 | 5.4 |
| inv_1 | 8 | 3.3 |
==> worst paths after layout <==
kind,from,to,slack (ns),cells after the start
worst max-delay path,mode[2],q[6],1.88,11
worst min-delay path,b[0],cout,4.74,4
==> layout make-up <==
cell class         count  area (um2)  area share (%)
inverters              8        30.0            2.37
well taps             50        62.6            4.94
multi-input cells    120         860            67.8
repair buffers        32         315            24.9
==> layer usage <==
metal  vias to the layer above  share of wire [%]  global-route usage [%]  wire, um
li1                        566                  -                       -         -
met1                       481                 51                    11.2      1490
met2                        25                 43                    12.1      1260
met3                         0                5.5                    1.06       160
met4                         0                  0                       0         0
met5                         -                  0                       0         0
==> logic make-up after synthesis <==
| kind of cell | share of synthesized area (%) |
|---|---|
| AND/OR/NAND/NOR | 24.8 |
| XOR/XNOR | 10.4 |
| buffers and inverters | 6.91 |
| multiplexers | 5.42 |
| adder cells (fa/ha/maj) | 13.8 |
| AND-OR/OR-AND | 38.6 |
==> worst max-delay path: stages <==
cell and delay, ns:
clkdlybuf4s50_1 0.82, nand2_1 0.28, o21ai_0 0.17, xnor2_1 0.11
fa_1 0.46, fa_1 0.46, a21oi_1 0.22, o2111ai_1 0.18
xnor2_1 0.16, o31ai_1 0.20, clkdlybuf4s50_1 0.50
==> power by group through the flow <==
stage	clock [uW]	sequential, uW	combinational, uW
global route	0	0	102
finish	0	0	91.1
CTS	0	0	92.1
==> per-stage QoR <==
stage | total power [uW] | instance area [um2]
after floorplan | 53.7 | 923
after global placement | 92.0 | 1270
after detailed placement | 91.2 | 1270
after CTS | 92.1 | 1270
after global routing | 102 | 1270
final | 91.1 | 1270
No activity file was given, so power comes from the tool's default toggle rates.
